<file path="design.v">
module flipflop_jk(
    input clockpulse,
    input preset,
    input clear,
    input jack,
    input kilby,
    output reg signal_q,
    output reg signal_q_
);
always @(posedge clockpulse, posedge preset, posedge clear) begin
    if (clear) begin
        signal_q <= 1'b0;
        signal_q_ <= 1'b1;
    end
    else if (preset) begin
        signal_q <= 1'b1;
        signal_q_ <= 1'b0;
    end
    else begin
        if (~jack & kilby) begin
            signal_q <= 1'b0;
            signal_q_ <= 1'b1;
        end
        else if (jack & ~kilby) begin
            signal_q <= 1'b1;
            signal_q_ <= 1'b0;
        end
        else if (jack & kilby) begin
            signal_q <= ~signal_q;
            signal_q_ <= ~signal_q_;
        end
    end
end
endmodule
module shiftregister_left4(
    input clockpulse,
    input clear,
    input serial_input,
    input preset_enable,
    input [3:0] preset,
    output wire [3:0] signal_q,
    output wire [3:0] signal_q_
);
flipflop_jk bit3(
    .clockpulse(clockpulse),
    .preset(preset[3] & preset_enable),
    .clear(clear),
    .jack(signal_q[2]),
    .kilby(signal_q_[2]),
    .signal_q(signal_q[3]),
    .signal_q_(signal_q_[3])
);
flipflop_jk bit2(
    .clockpulse(clockpulse),
    .preset(preset[2] & preset_enable),
    .clear(clear),
    .jack(signal_q[1]),
    .kilby(signal_q_[1]),
    .signal_q(signal_q[2]),
    .signal_q_(signal_q_[2])
);
flipflop_jk bit1(
    .clockpulse(clockpulse),
    .preset(preset[1] & preset_enable),
    .clear(clear),
    .jack(signal_q[0]),
    .kilby(signal_q_[0]),
    .signal_q(signal_q[1]),
    .signal_q_(signal_q_[1])
);
flipflop_jk bit0(
    .clockpulse(clockpulse),
    .preset(preset[0] & preset_enable),
    .clear(clear),
    .jack(serial_input),
    .kilby(~serial_input),
    .signal_q(signal_q[0]),
    .signal_q_(signal_q_[0])
);
endmodule
</file>
<file path="run.sh">
#!/bin/bash
# OpenROAD 26Q1-2900-gdf79404cd8, Yosys 0.63+post, stock flow scripts
make -C /OpenROAD-flow-scripts/flow DESIGN_CONFIG=/design/flow/config.mk WORK_HOME=/design/flow/orfs finish
</file>
<file path="constraint.sdc">
current_design shiftregister_left4

set clk_period 1.6
set clk_io_pct 0.2

create_clock -name clk0 -period $clk_period [get_ports {clockpulse}]

set non_clock_inputs [all_inputs -no_clocks]
set_input_delay [expr $clk_period * $clk_io_pct] -clock clk0 $non_clock_inputs
set_output_delay [expr $clk_period * $clk_io_pct] -clock clk0 [all_outputs]
</file>
<file path="config.mk">
export PLATFORM = sky130hd
export DESIGN_NAME = shiftregister_left4
export DESIGN_NICKNAME = shiftregister_left4
export VERILOG_FILES = /design/flow/design.v
export SDC_FILE = /design/flow/constraint.sdc
export NUM_CORES = 4
export LEC_CHECK = 1
export CORE_AREA = 10 10 70 70
export DIE_AREA = 0 0 80 80
</file>
==> impl_metrics.yaml <==
# synthesis and place-and-route metrics
detailed_routing:
  drt_pass1_iterations: 4
  diodes: 0
  wl_per_cell_um: 9.687
  viasPerCell: 3.051
  wirelength_um: 959
  drc_errors: 0
  num_vias: 302
  drt-initial-drc-count: 11
  postRouteAntennaNets: 0
place:
  io_buffers: 15
  dpl.cell_count: 88
  gp_congestion: 0.7061
cells_and_area:
  mi_logic_area_um2: 81.33
  final_cells: 99
  register_area_um2: 260.3
  lay_top_count: "clkdlybuf4s50_1"
  drive_gt1_share_pct: 22.64
  syn_to_final_growth_pct: 57.96
  fill_cells: 370
  final_cell_mix: "clkdlybuf4s50_1, dfbbp_1, buf_4"
global_routing:
  grt_util_all_layers_pct: 3.202
  grt_pass1_wl_um: 1566
  gr-usage-met1_pct: 3.003
  use_met2_pct: 5.217
  grt_max_degree: 9
  first_global_vias: 328
  grtUsageMet3_pct: 2.955
  busiest_layer: "met2"
  gr-total-overflow: 0
  antenna_found_initial: 0
run:
  maxCapViolCount: 0
  warnings: 33
worst_setup_path:
  critPathBufInv: 1
  reg2reg_from: "bit2.signal_q$_DFFSRE_PPPP_"
  reg2reg_to: "bit2.signal_q$_DFFSRE_PPPP_"
  r2r_cells: 3
  crit_type: "reg -> out"
  worstPathCellList: "clkdlybuf4s50_1"
  cp-end-kind: "output pin"
  path_max_fanout: 2
  startpoint_type: "flop"
  cp.required_ns: 1.28
  cp_top_family: "flip-flops"
  worst_path_largest_cell_delay_ns: 0.52
  critical_path.slowest_cell: "dfbbp_1"
  worstPathArrival_ns: 1.22
  r2r_slack_ns: 0.66
sta:
  relSlewSlack_pct: 83.26
  max_freq_ghz: 0.6490
  min_period_ns: 1.541
  setup_viol: 0
  fin_setup_tns_ns: 0
  worst_slew_pin_slew_ns: 0.2508
  hold_viol: 0
  rsz0062_at_grt: "false"
  fin_crit_sh_pct: 96.30
  skew_ns: 0.002479
  report.final.slew_viol_count: 0
clock_network:
  cts_hold_buf: 0
  cts_buffers: 3
  cts_tree: "done"
  cts_root_buf: "clkbuf_4"
  cts.clk_slew.worst_paths_ns: 0.05
  htree_levels: 1
  clk_latency_ns: 0.25
  cts.sinks: 8
  clock_path_buffers: 2
floorplanning:
  initial_core_util_pct: 12.20
  io_pins: 16
  chipArea_um2: 6400
  fp-row-count: 21
  dieHeight_um: 80
  die_x_um: 80
  core_um2: 3416
synth:
  synthCells: 35
  syn-cell-area_um2: 416.7
  ys_seq_share_pct: 62.46
  yosys_warnings: 3
  ys_ff: 8
  ys_chip_area_um2: 416.6
  syn_avg_cell_area_um2: 11.90
  yosys_cells: 35
  synth_cell_types: 10
outcome:
  outcome: "complete, no violations"
min_path:
  hp-class: "in -> async"
power_and_ir_drop:
  p_per_area_nw_per_um2: 1058
  p_leak_nw: 0.3215
  ir_worst_vdd_mv: 0.2551
-- what timing repair did --
| item | CTS | global route |
|---|---|---|
| endpoints found under the hold margin | 0 | 0 |
| endpoints found under the setup margin | 6 | 7 |
| buffers inserted | 6 | 2 |
| resized | 1 | 5 |
-- per-stage QoR --
stage | util, % | area (um2) | hold WS (ns) | setup WS (ns) | total power, mW
2_1_floorplan | - | 416.7 | 0.2654 | 0.6303 | 0.4261
4_1_cts | 18.46 | 630.6 | 0.4280 | 0.006551 | 0.6919
6_report | 19.27 | 658.1 | 0.4325 | 0.05918 | 0.6960
3_5_place_dp | 16.52 | 564.3 | 0.6439 | 0.1928 | 0.5149
3_3_place_gp | 16.52 | 564.3 | 0.6281 | 0.1994 | 0.5123
5_1_grt | 19.27 | 658.1 | 0.4274 | 0.01343 | 0.7597
-- layer usage --
metal / part of all wire (%) / wire length (um) / vias to the layer above
met5: 0 / 0 / -
met4: 0 / 0 / 0
met3: 15 / 141 / 0
met2: 49 / 471 / 11
met1: 36 / 346 / 144
li1: - / - / 147
-- final cells by class --
class	count	area share, %
clock buffers	3	3.422
inverters	4	2.281
repair buffers	23	33.65
well taps	46	8.745
multi-input cells	15	12.36
flip-flops and latches	8	39.54
-- flip-flops by register name (all words and copies together) (netlist names) --
name and cells:
bit0.signal_q 1, bit0.signal_q_ 1, bit1.signal_q 1, bit1.signal_q_ 1, bit2.signal_q 1, bit2.signal_q_ 1, bit3.signal_q 1, bit3.signal_q_ 1
-- worst max-delay path by stage --
stage	endpoint	from	slack [ns]	cells after the start
after CTS	signal_q[3]	bit3.signal_q$_DFFSRE_PPPP_	0.007	1
final	signal_q[3]	bit3.signal_q$_DFFSRE_PPPP_	0.06	1
after global routing	signal_q[3]	bit3.signal_q$_DFFSRE_PPPP_	0.01	1
-- cell families after synthesis --
logic type / synth area share (%)
mux: 4.805
simple gates: 9.910
compound gates: 4.803
buf+inv: 18.02
flops: 62.46
-- power by group --
part           internal, mW  leakage, nW  total (mW)  switching (mW)
Clock                0.0852       0.0138       0.145          0.0594
Combinational         0.192        0.198       0.276          0.0840
Sequential            0.249        0.110       0.275          0.0262
Total                 0.526        0.321       0.696           0.170
-- cells in the mapped netlist, drive strengths merged --
cell	number	area, um2
mux2i	2	20.02
buf	8	60.06
nand2b	1	6.260
nor2b	1	8.760
inv	4	15.01
dfbbp	8	260.3
o21ai	1	5.000
nand2	4	15.01
a21oi	3	15.01
nor2	3	11.26
No activity file was given, so power comes from the tool's default toggle rates.
