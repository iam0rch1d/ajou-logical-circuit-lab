<file path="flow/design.v">
module encoder_priority_8to3(
    input enable_in_,
    input [7:0] signal_i_,
    output [2:0] signal_o_,
    output group_signal_,
    output enable_out_
);
wire [3:0] w_minterm0;
wire [3:0] w_minterm1;
wire [3:0] w_minterm2;
wire w_enable_out;
assign w_minterm0[0] = ~enable_in_ & signal_i_[6] & signal_i_[4] & signal_i_[2] & ~signal_i_[1];
assign w_minterm0[1] = ~enable_in_ & signal_i_[6] & signal_i_[4] & ~signal_i_[3];
assign w_minterm0[2] = ~enable_in_ & signal_i_[6] & ~signal_i_[5];
assign w_minterm0[3] = ~enable_in_ & ~signal_i_[7];
assign w_minterm1[0] = ~enable_in_ & signal_i_[5] & signal_i_[4] & ~signal_i_[2];
assign w_minterm1[1] = ~enable_in_ & signal_i_[5] & signal_i_[4] & ~signal_i_[3];
assign w_minterm1[2] = ~enable_in_ & ~signal_i_[6];
assign w_minterm1[3] = ~enable_in_ & ~signal_i_[7];
assign w_minterm2[0] = ~enable_in_ & ~signal_i_[4];
assign w_minterm2[1] = ~enable_in_ & ~signal_i_[5];
assign w_minterm2[2] = ~enable_in_ & ~signal_i_[6];
assign w_minterm2[3] = ~enable_in_ & ~signal_i_[7];
assign signal_o_[0] = ~(w_minterm0[0] | w_minterm0[1] | w_minterm0[2] | w_minterm0[3]);
assign signal_o_[1] = ~(w_minterm1[0] | w_minterm1[1] | w_minterm1[2] | w_minterm1[3]);
assign signal_o_[2] = ~(w_minterm2[0] | w_minterm2[1] | w_minterm2[2] | w_minterm2[3]);
assign enable_out_ = ~enable_in_ & signal_i_[7] & signal_i_[6] & signal_i_[5] & signal_i_[4] & signal_i_[3] & signal_i_[2] & signal_i_[1] & signal_i_[0];
assign w_enable_out = enable_out_;
assign group_signal_ = enable_in_ & ~w_enable_out;
endmodule
</file>
<file path="flow/run.sh">
#!/bin/bash
# OpenROAD 26Q1-2900-gdf79404cd8, Yosys 0.63+post, stock flow scripts
make -C /OpenROAD-flow-scripts/flow DESIGN_CONFIG=/design/flow/config.mk WORK_HOME=/design/flow/orfs finish
</file>
<file path="flow/config.mk">
export PLATFORM = sky130hd
export DESIGN_NAME = encoder_priority_8to3
export DESIGN_NICKNAME = encoder_priority_8to3
export VERILOG_FILES = /design/flow/design.v
export SDC_FILE = /design/flow/constraint.sdc
export NUM_CORES = 4
export LEC_CHECK = 1
export CORE_AREA = 10 10 70 70
export DIE_AREA = 0 0 80 80
</file>
<file path="flow/constraint.sdc">
current_design encoder_priority_8to3

set clk_period 1.1
set clk_io_pct 0.2

create_clock -name clk0 -period $clk_period

set non_clock_inputs [all_inputs -no_clocks]
set_input_delay [expr $clk_period * $clk_io_pct] -clock clk0 $non_clock_inputs
set_output_delay [expr $clk_period * $clk_io_pct] -clock clk0 [all_outputs]
</file>
==> git commit body <==
Log flow metrics for this revision

- For this design the total switching power over the nets is 30.5 uW.
- Entering global routing, the biggest net connects 7 pins.
- Chip area estimate from yosys synthesis: 81.3 sq um
* Number of detailed-route iterations in the first pass: 1
- Initial core utilization: 0.0238
* Number of placed I/O pins: 14
- Total power normalized to cell area comes to 271 nW/um^2.
- Row generation in the floorplan step produced 21 rows.
- The logs give a warning total of 34.
- Sequential share of the synthesized area: 0
- At the end of routability-driven placement, the weighted congestion stood at 0.793.
- Setup repair after global routing could not meet its margin everywhere.
- Count of placed standard cells in the final layout, fillers left out: 77
* Footprint of the flip-flops and latches: 0 sq um
- Sw Ratio: 0.412
- The critical path in the final layout is reported with a setup slack of 0.0308 ns.
- Slew at the pin with the worst max-slew slack: 0.184 ns
- In this design, the stage delay of the slowest critical-path cell is 0.48 ns.
* Area of the multi-input gates: roughly 86 sq um
* Library cell with the largest summed area after synthesis: sky130_fd_sc_hd__nor4_2
- Worst slack at placement: -0.809 ns
* Required time of the worst setup path: 0.88 ns
- Pins Over Slew Limit: 0
* Part of the power in the clock network: 0
- The power report attributes to the combinational group a share of 1.000.
- Leakage power summed over all cells: 0.000112 uW
* Cell count in the Yosys report: 14
- Number of clock buffer instances in the layout: 0
- The cell area that synthesis handed to floorplanning was about 80 sq um.
- The script logs the mean routed wire length per placed instance as about 6.9 microns.
- Data arrives at the worst endpoint at ~0.85 ns.
- The design has 0 sequential cells.
- Number of failing hold endpoints at the final stage: 0
- Synthesis handed over a netlist of 14 instances.
- Vertical extent of the die: ~80 microns
- Per the detail_route report, vias per standard cell equal 2.22.
- In this run the tightest slew margin relative to its limit is 0.876.
- Startpoint of the most critical hold path: signal_i_[1]
- The worst setup path is of the in2out kind.
* Total half-perimeter wirelength after legalization and detailed placement: ~470 microns
* Residual antenna-violating net count after detailed routing: 0
* Critical-path cell list: buf_2 > clkdlybuf4s50_1
- Area growth from synthesis to layout: 235%
- Of the post-synthesis cell area, the dominant cell type holds 0.154.
* Die Outline Area: 6400 sq um
* Worst path depth: 2
* Sort of element at the end of the critical path: primary output
- Counting the fill cells in the layout gives 412.
- The flow ran to the end, and the final reports show no timing, DRC or antenna violations.
- The routed design could run at a clock period as short as 1.07 ns.
- Each instance of the synthesized netlist takes up on average between 5 and 6 sq um.
- DRT iter0 DRCs: 0
- Fraction of layout cells with a size suffix above 1: 0.645
- Tally of yosys warning messages: 0
- 0 antenna diodes ended up in the layout.
* Number of cells after detailed placement: 77
- Counting instances in the post-synthesis netlist gives the leading cell types as sky130_fd_sc_hd__nand2_1, sky130_fd_sc_hd__inv_1.
- The number of global-route vias before repair is about 190.
- Looking at the critical path, the single cell with the biggest stage delay is sky130_fd_sc_hd__clkdlybuf4s50_1.
- Largest cells by area: sky130_fd_sc_hd__nor4_2, sky130_fd_sc_hd__nand2_1, sky130_fd_sc_hd__a31o_2
- Highest achievable clock rate: 0.935 GHz
- The worst hold path belongs to the class in2out.
- The highest supply drop recorded on VDD is between 0.00003 and 0.00004 V.
* Largest delay share family, worst path: buffers and inverters
* Std-Cell Core Area: 3420 sq um
- Remaining design rule violation count: 0
- Most numerous cell in the Yosys netlist: sky130_fd_sc_hd__nand2_1
- Last element of the critical path: group_signal_
- Unique cell type count in the Yosys netlist: 11
- Peak fanout along the critical path: 6
* Register share of total power: 0
- The most critical setup path has its startpoint at enable_in_.
* Max-cap violation count: 0
* Overflow left after global routing: 0
- Port bufs: 14
- Internal power of the cells: 43.5 uW
* Crit path buffers/inverters: 2
* Final period util: 0.972
- Across every metal layer, demand over resource in global routing totals 0.0152.
* Critical path startpoint category: input port
- Antenna violations before repair: 0
* Wire length after detailed routing: 529 microns
* Global-route wire length before repair: 862 microns
- Via count: 171
- Total Power: 74.1 uW
- For this run, the final setup violation count is recorded as 0.
- The floorplan step set the die width to 80 microns.
==> power groups by stage <==
| stage | logic (uW) | clock network [uW] | registers (uW) |
|---|---|---|---|
| CTS | 71.0 | 0 | 0 |
| global route | 80.9 | 0 | 0 |
| finish | 74.1 | 0 | 0 |
==> cell usage in the layout (no fill, tap or decap) <==
cell type	instances
sky130_fd_sc_hd__buf_2	10
sky130_fd_sc_hd__nand2_1	2
sky130_fd_sc_hd__inv_1	2
sky130_fd_sc_hd__buf_4	2
sky130_fd_sc_hd__buf_6	2
sky130_fd_sc_hd__nand4_1	1
sky130_fd_sc_hd__nand2_2	1
sky130_fd_sc_hd__nor4_2	1
sky130_fd_sc_hd__o21ai_1	1
sky130_fd_sc_hd__nor2_1	1
sky130_fd_sc_hd__o2bb2ai_2	1
sky130_fd_sc_hd__a41oi_2	1
sky130_fd_sc_hd__nand3_1	1
sky130_fd_sc_hd__a31o_2	1
sky130_fd_sc_hd__dlygate4sd2_1	1
sky130_fd_sc_hd__clkbuf_2	1
sky130_fd_sc_hd__clkdlybuf4s50_1	1
sky130_fd_sc_hd__clkdlybuf4s15_1	1
==> cells by family after synthesis <==
kind of cell	Yosys count	synth area share
and+or+nand+nor	7	0.477
buffers and inverters	3	0.138
AOI/OAI and AO/OA	4	0.385
==> worst min-delay path by stage <==
stage | to | slack [ns] | cells after the start
finish | enable_out_ | 0.74 | 4
global route | enable_out_ | 0.76 | 4
CTS | enable_out_ | 0.74 | 3
==> metrics by stage <==
step | util | setup TNS (ns) | hold WS [ns] | area (sq um)
after CTS | 0.0795 | -0.00194 | 0.744 | 272
after detailed placement | 0.0894 | -3.36 | 1.35 | 305
after floorplan | - | 0 | 0.453 | 81.3
after global placement | 0.0894 | -3.30 | 1.36 | 305
after global routing | 0.0799 | -0.00676 | 0.764 | 273
final | 0.0799 | 0 | 0.740 | 273
==> timing repair <==
item,4_1_cts,5_1_grt
hold buffers,0,0
pin swaps,7,3
setup endpoints to repair,5,4
resized,42,7
setup buffers,2,0
==> metal layers <==
metal,track usage,wire (microns)
met4,0,0
met3,0.00455,54
met2,0.0257,229
met5,0,0
met1,0.0198,246
==> final cells by class <==
type | instances | share of cell area
timing repair buffer | 18 | 0.445
multi-input combinational | 11 | 0.317
inverter | 2 | 0.0275
tap | 46 | 0.211
Power is estimated from default activity; no workload was simulated.
