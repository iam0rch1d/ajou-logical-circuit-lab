[design.v]
module flipflop_jk(
    input clockpulse,
    input preset,
    input clear,
    input jack,
    input kilby,
    output reg signal_q,
    output reg signal_q_
);
always @(posedge clockpulse, posedge preset, posedge clear) begin
    if (clear) begin
        signal_q <= 1'b0;
        signal_q_ <= 1'b1;
    end
    else if (preset) begin
        signal_q <= 1'b1;
        signal_q_ <= 1'b0;
    end
    else begin
        if (~jack & kilby) begin
            signal_q <= 1'b0;
            signal_q_ <= 1'b1;
        end
        else if (jack & ~kilby) begin
            signal_q <= 1'b1;
            signal_q_ <= 1'b0;
        end
        else if (jack & kilby) begin
            signal_q <= ~signal_q;
            signal_q_ <= ~signal_q_;
        end
    end
end
endmodule
module shiftregister_right6(
    input clockpulse,
    input clear,
    input serial_input,
    input preset_enable,
    input [5:0] preset,
    output wire [5:0] signal_q,
    output wire [5:0] signal_q_
);
flipflop_jk bit5(
    .clockpulse(clockpulse),
    .preset(preset[5] & preset_enable),
    .clear(clear),
    .jack(serial_input),
    .kilby(~serial_input),
    .signal_q(signal_q[5]),
    .signal_q_(signal_q_[5])
);
flipflop_jk bit4(
    .clockpulse(clockpulse),
    .preset(preset[4] & preset_enable),
    .clear(clear),
    .jack(signal_q[5]),
    .kilby(signal_q_[5]),
    .signal_q(signal_q[4]),
    .signal_q_(signal_q_[4])
);
flipflop_jk bit3(
    .clockpulse(clockpulse),
    .preset(preset[3] & preset_enable),
    .clear(clear),
    .jack(signal_q[4]),
    .kilby(signal_q_[4]),
    .signal_q(signal_q[3]),
    .signal_q_(signal_q_[3])
);
flipflop_jk bit2(
    .clockpulse(clockpulse),
    .preset(preset[2] & preset_enable),
    .clear(clear),
    .jack(signal_q[3]),
    .kilby(signal_q_[3]),
    .signal_q(signal_q[2]),
    .signal_q_(signal_q_[2])
);
flipflop_jk bit1(
    .clockpulse(clockpulse),
    .preset(preset[1] & preset_enable),
    .clear(clear),
    .jack(signal_q[2]),
    .kilby(signal_q_[2]),
    .signal_q(signal_q[1]),
    .signal_q_(signal_q_[1])
);
flipflop_jk bit0(
    .clockpulse(clockpulse),
    .preset(preset[0] & preset_enable),
    .clear(clear),
    .jack(signal_q[1]),
    .kilby(signal_q_[1]),
    .signal_q(signal_q[0]),
    .signal_q_(signal_q_[0])
);
endmodule
[run.sh]
#!/bin/bash
# OpenROAD 26Q1-2900-gdf79404cd8, Yosys 0.63+post, stock flow scripts
make -C /OpenROAD-flow-scripts/flow DESIGN_CONFIG=/design/flow/config.mk WORK_HOME=/design/flow/orfs finish
[config.mk]
export PLATFORM = sky130hd
export DESIGN_NAME = shiftregister_right6
export DESIGN_NICKNAME = shiftregister_right6
export VERILOG_FILES = /design/flow/design.v
export SDC_FILE = /design/flow/constraint.sdc
export NUM_CORES = 4
export LEC_CHECK = 1
export CORE_AREA = 10 10 87 87
export DIE_AREA = 0 0 97 97
[constraint.sdc]
current_design shiftregister_right6

set clk_period 1.0
set clk_io_pct 0.2

create_clock -name clk0 -period $clk_period [get_ports {clockpulse}]

set non_clock_inputs [all_inputs -no_clocks]
set_input_delay [expr $clk_period * $clk_io_pct] -clock clk0 $non_clock_inputs
set_output_delay [expr $clk_period * $clk_io_pct] -clock clk0 [all_outputs]
==> impl_metrics.py <==
# Physical implementation metrics
metrics = {
    "finish": {
        "fillers": 619,
        "stdcell_count": 151,
        "final_util_pct": 16.94,
        "drive_above_1_share_pct": 40.51,
        "mi_logic_area_um2": 137.6,
        "final-seq-area_um2": 390.4,
        "syn2layout_area_growth_pct": 50.69,
    },
    "job": {
        "warning_count": 39,
        "maxCapViolCount": 0,
    },
    "synthesis": {
        "ys_ff": 12,
        "ys_top_cells_by_area": "dfbbp_1 62%, buf_4 14%, mux2i_1 6.3%",
        "synth_cells": 53,
        "netlist_area_um2": 634.4,
        "top_cell_area_share_pct": 61.54,
        "ys_seq_share_pct": 61.54,
        "ys_types": 10,
        "ys_warn_count": 3,
        "syn_area_per_cell_um2": 11.97,
        "synth_chip_area_um2": 634.4,
        "yosysCellCount": 53,
        "yosys.area.top_type": "dfbbp_1",
    },
    "route": {
        "antennaDiodeCount": 0,
        "first_iter_violations": 19,
        "wire_per_inst_um": 10.45,
        "via_per_inst": 2.735,
        "drtAntennaViolNets": 0,
        "drc": 0,
        "wl_um": 1578,
        "firstDrtPassIters": 2,
        "vias": 413,
    },
    "critical_path": {
        "critPathMaxStageDelay_ns": 0.53,
        "path_buffers": 1,
        "startpoint": "bit4.signal_q_$_DFFSRE_PPPP_",
        "crit_chain": "buf_2",
        "crit_family": "flip-flops",
        "reg2reg_depth": 3,
        "cp.depth": 1,
        "arrival_ns": 0.87,
        "cp_max_fo": 2,
        "worstSetupEndpoint": "signal_q_[4]",
        "worst-setup-path-type": "reg -> out",
        "end_kind": "output pin",
        "required_ns": 0.80,
        "r2r_end": "bit1.signal_q_$_DFFSRE_PPPP_",
        "regToRegStartpoint": "bit1.signal_q_$_DFFSRE_PPPP_",
        "reg2reg_slack_ns": 0.06,
        "start_kind": "flip-flop",
        "cpMaxStageDelayCell": "dfbbp_1",
    },
    "cts": {
        "worstSkewPairLatency_ns": 0.24,
        "cts-root-buf": "clkbuf_8",
        "htree_levels": 1,
        "cts_tree": "yes",
        "clock_sinks": 12,
        "clk_pin_slew_worst_paths_ns": 0.05,
        "cts.path.max_buffers": 2,
        "cts_buffers": 3,
        "cts_hold_buffers": 0,
    },
    "placement": {
        "place_ws_ns": -0.2208,
        "numPortBuffers": 21,
        "dp_cells": 147,
        "gp_congestion": 0.7246,
        "dp_hpwl_um": 1322,
    },
    "power": {
        "irDropWorstVdd_mv": 0.6722,
        "p_leak_nw": 0.4326,
        "power.density_nw_per_um2": 2012,
    },
    "sta": {
        "setup_violations": 12,
        "skew_ns": 0.001949,
        "grt_setup_unrepaired": "yes",
        "finalHoldViolations": 0,
        "tightestPinTransition_ns": 0.1867,
        "finalMaxSlewViolations": 0,
        "setup_slack_ns": -0.06858,
        "slew_headroom_pct": 87.53,
        "fin_crit_sh_pct": 106.9,
        "timing.final.crit_period_ns": 1.069,
        "max_freq_mhz": 935.8,
    },
    "die": {
        "fp_util_pct": 11.24,
        "die_x_um": 97,
        "die_y_um": 97,
        "rows": 27,
        "core_um2": 5642,
        "ios": 22,
        "dieArea_um2": 9409,
    },
    "global_route": {
        "track_usage_pct": 3.392,
        "overflow": 0,
        "grt_pass1_vias": 430,
        "grt_pass1_wl_um": 2497,
        "antenna_found_initial": 0,
        "grt_max_degree": 13,
    },
    "hold_path": {
        "min_path_type": "in -> async",
    },
    "run_status": {
        "outcome": "finished, violations left",
        "violations": "negative setup slack",
    },
}
-- power by group --
part	internal [W]	total (W)	leakage, nW	switching [W]
clock network	0.000347	0.000516	0.0288	0.000169
registers	0.000588	0.000659	0.165	0.0000710
logic	0.000456	0.000748	0.239	0.000291
-- logic make-up (layout without fill, tap and decap cells) --
| logic type | Yosys count | count (layout) | share of synthesized area, % |
|---|---|---|---|
| simple gates | 13 | 13 | 9.665 |
| flops | 12 | 12 | 61.54 |
| buf+inv | 18 | 44 | 17.75 |
| compound gates | 6 | 6 | 4.732 |
| mux | 4 | 4 | 6.312 |
-- Yosys cell counts, drive strengths merged --
cell type,number
nand2,6
buf,12
o21ai,1
nor2,5
inv,6
nand2b,1
dfbbp,12
mux2i,4
nor2b,1
a21oi,5
-- area by class of cell --
cell class	count	share of cell area (%)
multi-input combinational	23	14.40
timing repair buffer	34	27.23
sequential	12	40.84
inverter	6	2.356
clock buffer	4	5.759
tap	72	9.424
-- cells in the final DEF, fill, tap and decap left out, drive strengths merged --
| master | netlist | layout |
|---|---|---|
| a21oi | 5 | 5 |
| buf | 12 | 25 |
| clkbuf | 0 | 4 |
| clkdlybuf4s50 | 0 | 9 |
| dfbbp | 12 | 12 |
| inv | 6 | 6 |
| mux2i | 4 | 4 |
| nand2 | 6 | 6 |
| nand2b | 1 | 1 |
| nor2 | 5 | 5 |
| nor2b | 1 | 1 |
| o21ai | 1 | 1 |
-- stage by stage --
stage	cell area (um^2)	power [W]	setup TNS, ns	hold WS (ns)
CTS	967.2	0.001983	-0.7391	0.3116
global placement	954.7	0.001598	-2.191	0.5731
detailed placement	954.7	0.001598	-2.240	0.5695
finish	955.9	0.001923	-0.5442	0.3146
floorplan	634.4	0.001156	0	0.1454
global route	955.9	0.002119	-1.044	0.3129
-- how the worst min path moves through the flow --
stage / from / end / slack [ns] / cells after the start
final: preset[3] / bit3.signal_q$_DFFSRE_PPPP_ / 0.31 / 2
after global routing: preset[3] / bit3.signal_q$_DFFSRE_PPPP_ / 0.31 / 2
after CTS: preset[3] / bit3.signal_q$_DFFSRE_PPPP_ / 0.31 / 2
-- layer usage --
metal	up-vias	GRT usage [%]	share of wire [%]
met1	178	3.998	43
li1	218	-	-
met2	15	4.908	43
met3	2	2.579	13
met5	-	0	0
met4	0	0.4510	1.1
-- timing repair --
action / CTS / global route
setup buffers: 1 / 0
resized: 41 / 0
setup endpoints to repair: 12 / 15
pin swaps: 1 / 0
Power figures rest on the tool's default switching activity, not on a simulated workload.
